`design/flow/run.sh`:
```
#!/bin/bash
# OpenROAD 26Q1-2900-gdf79404cd8, Yosys 0.63+post, stock flow scripts
make -C /OpenROAD-flow-scripts/flow DESIGN_CONFIG=/design/flow/config.mk WORK_HOME=/design/flow/orfs finish
```
`design/flow/config.mk`:
```
export PLATFORM = sky130hd
export DESIGN_NAME = hoursAmin
export DESIGN_NICKNAME = hoursAmin
export VERILOG_FILES = /design/flow/design.v
export SDC_FILE = /design/flow/constraint.sdc
export NUM_CORES = 4
export LEC_CHECK = 1
export CORE_UTILIZATION = 50
```
`design/flow/constraint.sdc`:
```
current_design hoursAmin

set clk_period 3.9
set clk_io_pct 0.2

create_clock -name clk0 -period $clk_period [get_ports {clock}]

set non_clock_inputs [all_inputs -no_clocks]
set_input_delay [expr $clk_period * $clk_io_pct] -clock clk0 $non_clock_inputs
set_output_delay [expr $clk_period * $clk_io_pct] -clock clk0 [all_outputs]
```
`design/flow/design.v`:
```
module Mux(input [5:0]num,output reg [13:0]disp);
always@(*)
case(num)
6'd00: disp = 14'b1111110_1111110;
6'd01: disp = 14'b1111110_0110000;
6'd02: disp = 14'b1111110_1101101;
6'd03: disp = 14'b1111110_1111001;
6'd04: disp = 14'b1111110_0010011;
6'd05: disp = 14'b1111110_0011011;
6'd06: disp = 14'b1111110_1011111;
6'd07: disp = 14'b1111110_1110000;
6'd08: disp = 14'b1111110_1111111;
6'd09: disp = 14'b1111110_1111011;
6'd10: disp = 14'b0110000_1111110;
6'd11: disp = 14'b0110000_0110000;
6'd12: disp = 14'b0110000_1101101;
6'd13: disp = 14'b0110000_1111001;
6'd14: disp = 14'b0110000_0010011;
6'd15: disp = 14'b0110000_0011011;
6'd16: disp = 14'b0110000_1011111;
6'd17: disp = 14'b0110000_1110000;
6'd18: disp = 14'b0110000_1111111;
6'd19: disp = 14'b0110000_1111011;
6'd20: disp = 14'b1101101_1111110;
6'd21: disp = 14'b1101101_0110000;
6'd22: disp = 14'b1101101_1101101;
6'd23: disp = 14'b1101101_1111001;
6'd24: disp = 14'b1101101_0010011;
6'd25: disp = 14'b1101101_0011011;
6'd26: disp = 14'b1101101_1011111;
6'd27: disp = 14'b1101101_1110000;
6'd28: disp = 14'b1101101_1111111;
6'd29: disp = 14'b1101101_1111011;
6'd30: disp = 14'b1111001_1111110;
6'd31: disp = 14'b1111001_0110000;
6'd32: disp = 14'b1111001_1101101;
6'd33: disp = 14'b1111001_1111001;
6'd34: disp = 14'b1111001_0010011;
6'd35: disp = 14'b1111001_0011011;
6'd36: disp = 14'b1111001_1011111;
6'd37: disp = 14'b1111001_1110000;
6'd38: disp = 14'b1111001_1111111;
6'd39: disp = 14'b1111001_1111011;
6'd40: disp = 14'b0010011_1111110;
6'd41: disp = 14'b0010011_0110000;
6'd42: disp = 14'b0010011_1101101;
6'd43: disp = 14'b0010011_1111001;
6'd44: disp = 14'b0010011_0010011;
6'd45: disp = 14'b0010011_0011011;
6'd46: disp = 14'b0010011_1011111;
6'd47: disp = 14'b0010011_1110000;
6'd48: disp = 14'b0010011_1111111;
6'd49: disp = 14'b0010011_1111011;
6'd50: disp = 14'b0011011_1111110;
6'd51: disp = 14'b0011011_0110000;
6'd52: disp = 14'b0011011_1101101;
6'd53: disp = 14'b0011011_1111001;
6'd54: disp = 14'b0011011_0010011;
6'd55: disp = 14'b0011011_0011011;
6'd56: disp = 14'b0011011_1011111;
6'd57: disp = 14'b0011011_1110000;
6'd58: disp = 14'b0011011_1111111;
6'd59: disp = 14'b0011011_1111011;
endcase
endmodule
module hoursAmin(
input clock,input rst, output reg[6:0] disp, output reg[3:0] anode);
reg [32:0] clkc; wire clr_clkc;
always@(posedge clock)
	if(!rst || clr_clkc) clkc <= 33'd 0;
	else clkc <= clkc+1;
assign clr_clkc = (clkc == 33'd5999999999);
reg [5:0] min; reg[4:0] hr;
wire clr_min,clr_hr;
always@(posedge clock)
	if(!rst || clr_min) min <=0;
	else if(clr_clkc) min <= min+1;
assign clr_min = (min == 6'd59)&&(clr_clkc);
always@(posedge clock)
	if(!rst || clr_hr) hr <=0;
	else if(clr_min) hr <= hr+1;
assign clr_hr = (hr == 5'd23)&&(clr_min);
wire [6:0] msbhr,lsbhr,msbmin,lsbmin;
Mux m0({1'b0,hr},{msbhr,lsbhr}); 
Mux m1(min,{msbmin,lsbmin}); 
reg [19:0] counter = 20'd0;
always@(posedge clock)
	counter <= counter+1;  
always@(*)	 
case({counter[19:18]})
	2'b00:begin anode <= 4'b0001; disp <= lsbmin; end
	2'b01:begin anode <= 4'b0010; disp <= msbmin; end
	2'b10:begin anode <= 4'b0100; disp <= lsbhr; end
	2'b11:begin anode <= 4'b1000; disp <= msbhr; end
endcase
endmodule
```
==> datasheet_impl.txt <==
Implementation parameters

Parameter                              Value

Yosys
  Library cell occupying the most area in the post-synthesis netlist    sky130_fd_sc_hd__dfxtp_1
  Mean post-synth cell area    between 7 and 8 um2
  Post-synthesis instance total    slightly below 700
  Flip-flop cell with the highest count after synthesis    sky130_fd_sc_hd__dfxtp_1
  Fraction of post-synthesis cell area in the top cell type by area    approximately 24%
  Warnings, synthesis    2
  Post-synthesis sequential element count    ~90
  Async SR Flop Fraction    0%
  Distinct lib cells used    66
  YS chip area    about 5300 um2
  Number of enable flip-flop cells    0
  Synthesized area    5260 um2
  Cell count listed in synth_stat.txt    676
  Synth area leaders    sky130_fd_sc_hd__dfxtp_1 24%, sky130_fd_sc_hd__dlxtn_1 7.4%, sky130_fd_sc_hd__xnor2_1 5.8%, sky130_fd_sc_hd__nor2_1 5.2%, sky130_fd_sc_hd__nand3_1 4.0%

Routing
  Detailed Route WL    12.2 mm
  Via count of the routed design    around 4.8k
  Detailed-routing iteration count for the pre-antenna-repair pass    17
  Number of nets with antenna violations after routing    0
  Number of inserted diodes    0
  Avg Vias per Cell    ~6
  Post-detailed-route wirelength per cell    15.3 um
  First DRT Iteration DRCs    324
  Remaining design rule violation count    0

Clock tree
  Clock buffer count from CTS    9
  Clock latency on the worst-skew pair    about 0.34 ns
  Max clock buf depth    2
  Root buffer cell    sky130_fd_sc_hd__clkbuf_8
  Number of setup buffers added after CTS    0
  CTS Hold Bufs    0
  CTS clock-pin slew for the worst setup and hold paths    0.07 ns
  Post-CTS Resized    0
  Deepest level of the CTS H-tree    3
  TritonCTS clock tree    yes

Finish
  Fraction of final layout cells sized beyond drive strength 1    around 7.1%
  Fillers    roughly 960
  Area overhead of the layout relative to synthesis    6.99%
  Number of standard cells in the layout, taps in and fillers out    a little under 800
  Final Cell Area    about 5600 um2
  Core utilization of the finished layout    54.8%

Global route
  GR Util met2    a little over a third
  Layer carrying the most global-route usage    met1
  Pin count of the biggest net entering global routing    45
  Met1 Use GR    between 30% and 40%
  Global-route wire length before repair    20.7 mm
  Initial antenna violation count    0
  Congestion Overflow GR    0
  Number of global-route vias before repair    approximately 4.2k
  All-Layer GR Usage    23.5%
  Met3 global-route usage    around 2.2%

Run
  Max-cap check violation count    0
  OpenROAD warning count    32

Placed design
  Cells after DPL    roughly 780
  Cell area after placement    around 5400 um2
  Count of input and output buffers    12
  Detail Placement HPWL    ~8.5 mm
  Placer Congestion    about 0.94

Floorplanning
  Chip width    roughly 100 um
  Total Die Area    ~11000 um2
  Number of rows in the core area    37
  Number of placed I/O pins    13
  Floorplan core density    51.2%
  Y dimension of the die    105 um
  Core Footprint    about 10000 um2

Worst setup path
  Data arrival time at the worst-slack endpoint    2.03 ns
  Sort of element at the start of the critical path    flip-flop
  Worst setup EP type    output pin
  Logic depth of the worst register-to-register path    5
  Maximum net fanout on the critical path    13
  Required time of the critical path    between 3 and 4 ns
  Worst setup path class    reg -> out

Power and ir drop
  Highest ir drop seen on vdd    between 0.4 and 0.5 mV
  Static Leakage    about 0.0019 uW
  Pwr per Cell Area    approximately 230 nW/um2

Final timing
  Endpoints left unconstrained    26
  Final setup violation count    0
  Register pins left without a clock    26
  Slew headroom    roughly 44%
  Setup repair after global routing missed its margin    no
  Number of endpoints with negative hold slack in the final report    0
  Part of the cycle the worst path needs    72.1%
  Fin Hold WS    roughly 0.43 ns
  Clock skew    0.00602 ns
  Min cycle time layout    between 2 and 3 ns
  Total negative slack for setup checks    0 ns
  Upper clock frequency limit    between 300 and 400 MHz
  Final number of max-transition violations    0
  Actual transition at the worst max-transition pin    around 0.83 ns

Min path
  Classification of the worst-slack hold path    reg -> reg
  Worst hold stages    1

Outcome
  Run status    completed
==> cell usage in the layout, fill, tap and decap left out, types with 4 or more instances in the layout <==
master	netlist	routed
sky130_fd_sc_hd__clkbuf_8	0	10
sky130_fd_sc_hd__nor2b_1	16	16
sky130_fd_sc_hd__a221oi_1	4	4
sky130_fd_sc_hd__or2_2	7	7
sky130_fd_sc_hd__a22oi_1	5	5
sky130_fd_sc_hd__and3_1	12	12
sky130_fd_sc_hd__nand4_1	22	22
sky130_fd_sc_hd__a2bb2oi_1	4	4
sky130_fd_sc_hd__ha_1	12	12
sky130_fd_sc_hd__xnor2_1	35	35
sky130_fd_sc_hd__nor3_1	14	14
sky130_fd_sc_hd__o31ai_1	4	4
sky130_fd_sc_hd__nand2_1	44	44
sky130_fd_sc_hd__nor2_1	73	73
sky130_fd_sc_hd__o21ai_0	41	41
sky130_fd_sc_hd__o21a_1	6	6
sky130_fd_sc_hd__mux4_2	6	6
sky130_fd_sc_hd__a211oi_1	5	5
sky130_fd_sc_hd__or4_1	4	4
sky130_fd_sc_hd__a31oi_1	9	9
sky130_fd_sc_hd__xor2_1	13	13
sky130_fd_sc_hd__and4_1	11	11
sky130_fd_sc_hd__nand2b_1	10	10
sky130_fd_sc_hd__dlxtn_1	26	26
sky130_fd_sc_hd__nand3_1	42	42
sky130_fd_sc_hd__nor4_1	10	10
sky130_fd_sc_hd__clkdlybuf4s50_1	0	12
sky130_fd_sc_hd__dfxtp_1	64	64
sky130_fd_sc_hd__o211ai_1	8	8
sky130_fd_sc_hd__o32ai_1	5	5
sky130_fd_sc_hd__buf_4	0	8
sky130_fd_sc_hd__and2_1	8	8
sky130_fd_sc_hd__a21o_1	4	4
sky130_fd_sc_hd__inv_1	16	16
sky130_fd_sc_hd__a32oi_1	5	5
sky130_fd_sc_hd__a21oi_1	23	23
sky130_fd_sc_hd__or3_1	9	9
sky130_fd_sc_hd__o221ai_1	4	4
==> synth_stat cells, drive strengths merged (4+ instances only) <==
| cell | count |
|---|---|
| nand2b | 10 |
| a31oi | 9 |
| nor3 | 14 |
| o211ai | 8 |
| xnor2 | 35 |
| nand4 | 22 |
| a2bb2oi | 4 |
| and4 | 12 |
| clkbuf | 45 |
| or3 | 9 |
| o21ai | 41 |
| nor2b | 16 |
| or4 | 6 |
| buf | 7 |
| a221oi | 4 |
| a32oi | 5 |
| o32ai | 5 |
| mux4 | 6 |
| a22oi | 5 |
| a211oi | 5 |
| o221ai | 4 |
| or2 | 7 |
| nor4 | 11 |
| nor2 | 73 |
| xor2 | 13 |
| nand2 | 44 |
| o21a | 6 |
| ha | 12 |
| inv | 16 |
| a21o | 4 |
| dlxtn | 26 |
| dfxtp | 64 |
| a21oi | 24 |
| and3 | 12 |
| o31ai | 4 |
| nand3 | 43 |
| and2 | 8 |
==> where the power goes <==
group,switching [uW],internal [uW],total [uW]
Sequential,3.09,656,659
Combinational,10.9,4.94,15.9
Clock,243,376,619
==> critical path, cell delays in order, from the launching register on <==
cell and delay [ns]:
sky130_fd_sc_hd__dfxtp_1 0.70, sky130_fd_sc_hd__mux4_2 0.58, sky130_fd_sc_hd__clkdlybuf4s50_1 0.41
==> final cells by class <==
class,count,area (um2),share of cell area (%)
clock inverters,5,80.1,1.42
inverters,19,71.3,1.27
repair buffers,20,180,3.20
multi-input cells,515,3320,58.9
well taps,136,170,3.02
clock buffers,11,141,2.51
flip-flops and latches,90,1670,29.7
==> sequential cells by signal, indices dropped and copies added (netlist names) <==
name	cells
m1.disp	14
counter	20
clkc	33
hr	5
m0.disp	12
min	6
==> cells by family after synthesis <==
| kind of cell | Yosys count | synth area share, % |
|---|---|---|
| flops | 64 | 24.3 |
| xor+xnor | 48 | 7.99 |
| fa+ha+maj | 13 | 3.04 |
| mux | 10 | 3.35 |
| compound gates | 143 | 18.0 |
| latches | 26 | 7.42 |
| simple gates | 301 | 30.6 |
| buf+inv | 71 | 5.23 |
==> routing by layer <==
layer	share of wire [%]	wire, um
met5	0	0
met4	2.2	269
met3	4.4	540
met2	45	5520
met1	48	5850
==> worst paths after layout <==
kind / end / startpoint / slack, ns
max: disp[4] / counter[18] / 1.09
min: counter[0] / counter[0] / 0.43
max reg2reg: hr[2] / min[0] / 1.47
min reg2reg: counter[0] / counter[0] / 0.43
==> stage by stage <==
step,power (uW),worst slack (ns)
2_1_floorplan,684,1.69
3_3_place_gp,690,1.45
3_5_place_dp,690,1.42
4_1_cts,1310,1.05
5_1_grt,1350,0.950
6_report,1290,1.09
No activity file was given, so power comes from the tool's default toggle rates.
